<file path="flow/design.v">
module control(
        input logic clk, reset,
        input logic [31:0] inst,
        input logic aluzero,
        output logic wpc, wins,
        output logic selmemaddr, wmem,
        output logic selext, selalu1, output logic [2:0] selalu2, output logic [3:0] aluop,
        output logic selregwd, selregaddr, wreg
);
        logic [5:0] opcode, funct;
        assign opcode = inst[31:26];
        assign funct = inst[5:0];
        enum {FETCH, DECODE, MRTYPE, MALUIMM, LW, SW, BENEQ, J, JR, BPCINC, REGPCINC} state, next;
        always_ff @(posedge clk)
                if (reset)
                        state <= FETCH;
                else
                        state <= next;
        always_comb
        begin
                unique case(state)
                        FETCH: next = DECODE;
                        DECODE: begin
                                unique case(opcode)
                                     6'b000000: next = MRTYPE;
                                     6'b001000, 6'b001100, 6'b001101: next = MALUIMM;
                                     6'b100011: next = LW;
                                     6'b101011: next = SW;
                                     6'b000100, 6'b000101: next = BENEQ;
                                     6'b000010: next = J;                                     
                                endcase
                                if (funct == 6'b001000)
                                     next = JR;
                                end
                        MRTYPE, MALUIMM, LW, SW: next = REGPCINC;
                        BENEQ: if ((inst == 6'b000100 & aluzero) | (inst == 6'b000101 & ~aluzero))
                                next = BPCINC;
                               else
                                next = REGPCINC;
                        BPCINC, J, JR, REGPCINC: next = FETCH;
                endcase
        end
        always_comb 
        begin
                wpc = 0;
                wins = 0;
                selmemaddr=0;
                wmem=0;
                selext=0; selalu1=0; selalu2=0;
                aluop= 0;
                selregwd=0; selregaddr=0; 
                wreg=0;
                unique case(state)
                        FETCH: begin
                                selmemaddr=0;
                                wmem=0;
                                wins=1'b1;
                                end
                        MRTYPE: begin
                                        selalu1=0;
                                        selalu2=0;
                                        selregwd=0;
                                        selregaddr=0;
                                        wreg=1'b1;
                                        unique case(funct)
                                         6'b100000: aluop= 4'b0010;
                                         6'b100010: aluop= 4'b0110;
                                         6'b101010: aluop= 4'b0111;
                                         6'b100101: aluop= 4'b0001;
                                         6'b100100: aluop= 4'b0000;
                                         6'b100111: aluop= 4'b1100;
                                        endcase
                                end
                        MALUIMM: begin
                                  selalu1=0;
                                  selalu2=3'b100;
                                  selregwd=0;
                                  selregaddr=1'b1;
                                  wreg=1'b1;
                                  unique case(inst)
                                        6'b001000: selext=0;
                                        6'b001100, 6'b001101: selext=1;                                        
                                  endcase
                                 end
                       LW: begin
                             selalu1=0;
                             selalu2=3'b100;
                             selext=1'b1;
                             selregaddr=1'b1;
                             selregwd=1'b1;
                             selmemaddr=1'b1;
                             wreg=1'b1;
                           end
                       SW: begin
                            selalu1=0;
                            selalu2=3'b100;
                            selext=1'b1;
                            selmemaddr=1'b1;
                            wmem=1'b1;
                           end
                        BENEQ: begin
                                selalu1=0;
                                selalu2=0;
                                aluop=4'b0110;
                               end
                       J: begin
                           selalu1= 1'b1;
                           selalu2= 3'b011;
                           aluop=4'b0010;
                           wpc= 1'b1;
                          end
                       JR: begin
                             selalu1=0;
                             selalu2=3'b010;
                             aluop=4'b0010;
                             wpc = 1'b1;
                           end
                        REGPCINC: begin
                                    selalu1=1'b1;
                                    selalu2=3'b001;
                                    aluop=4'b0010;
                                    wpc=1'b1;
                                  end
                        BPCINC:  begin
                                   selalu1=1'b1;
                                   selalu2=3'b011;
                                   aluop=4'b0010;
                                   wpc=1'b1;
                                 end
                endcase        
        end
endmodule
</file>
<file path="flow/run.sh">
#!/bin/bash
# OpenROAD 26Q1-2900-gdf79404cd8, Yosys 0.63+post, stock flow scripts
make -C /OpenROAD-flow-scripts/flow DESIGN_CONFIG=/design/flow/config.mk WORK_HOME=/design/flow/orfs finish
</file>
<file path="flow/config.mk">
export PLATFORM = sky130hd
export DESIGN_NAME = control
export DESIGN_NICKNAME = control
export VERILOG_FILES = /design/flow/design.v
export SDC_FILE = /design/flow/constraint.sdc
export NUM_CORES = 4
export LEC_CHECK = 1
export CORE_AREA = 10 10 80 80
export DIE_AREA = 0 0 90 90
</file>
<file path="flow/constraint.sdc">
current_design control

set clk_period 2.6
set clk_io_pct 0.2

create_clock -name clk0 -period $clk_period [get_ports {clk}]

set non_clock_inputs [all_inputs -no_clocks]
set_input_delay [expr $clk_period * $clk_io_pct] -clock clk0 $non_clock_inputs
set_output_delay [expr $clk_period * $clk_io_pct] -clock clk0 [all_outputs]
</file>
==> impl_metrics.toml <==
# synthesis and place-and-route metrics
[run_status]
status = "complete, but fails checks"
failed_checks = "negative setup slack"

[synthesis]
fa_ha_area_frac = 0
aoi_share = 0.0962
yosys_register_bits = 11
edf_count = 0
synth_seq_share = 0.338
simple_gate_area_frac = 0.517
logic_family = "simple AND/OR/NAND/NOR gates"
synthCells = 81
yosysCellCount = 81
syn_avg_cell_area_um2 = 8.03
ys_area_um2 = 651
flop_cell = "dfxtp_1"
yosys_warnings = 1
synthArstFlopShare = 0
syn-cell-area_um2 = 651
yosys.area_share.xor_xnor = 0.0135
yosysUniqueCellTypes = 31
synthMuxAreaShare = 0

[final_timing]
rsz0062_at_grt = "true"
finalMaxSlewViolations = 0
finalHoldViolCount = 0
fin_crit_ns = 2.63
period_used_share = 1.01
hold_ws_ns = 0.504
fin_skew_ns = 0.000618
slew_headroom = 0.764
worst_pin_slew_ns = 0.349
fin_ws_ns = -0.0333
timing.fmax_ghz = 0.380
setup_viol = 3

[global_route]
grt_max_degree = 7
grt_pass1_wl_um = 4180
antenna_found_initial = 0
grt-ovfl-total = 0
grt_pass1_vias = 910
grt_usage = 0.0611

[critical_path]
r2r-start = "state[1]"
endpoint = "aluop[2]"
crit_fanout = 4
arrival_ns = 2.11
regToRegEndpoint = "state[0]"
end_kind = "output pin"
r2r_slack_ns = 1.23
crit_required_ns = 2.08
start_kind = "register"
crit_type = "reg2out"
r2r_cells = 3
crit_start = "state[2]"

[route]
vias_per_cell = 3.93
antennaDiodeCount = 0
wire_per_inst_um = 11.2
drtAntennaViolNets = 0
vias = 877
postRouteWirelength_um = 2510
drtPass1Iterations = 3
drc = 0
drt_iter0_markers = 43

[finish]
regMostFlops = "state"
top_regs = "state: 11 flops"
area_growth_pct = 130
final_cell_mix = "clkdlybuf4s50_1, buf_4, nor2_1"
layout_top_cell = "clkdlybuf4s50_1"
layout-drive-gt1-share = 0.321
fin_util = 0.317
largest_reg_flops = 11

[floorplanning]
die_y_um = 90
io_pins = 51
floorplan.rows = 25
coreArea_um2 = 4720
chipWidth_um = 90
chip_area_um2 = 8100
fp-utilization = 0.138

[clock_network]
clkTransAtPathRegs_ns = 0.05
hold_buffers = 0
numCtsBuffers = 3
cts_tree = "yes"
cts.sinks = 11
clk_path_buf_depth = 2
clk_latency_ns = 0.23
htree_levels = 1
root_buffer = "clkbuf_8"

[worst_hold_path]
hp-class = "reg2reg"

[job]
log.warning_count = 27
drv_cap = 0

[placed_design]
hpwl_um = 2220
port_buffers = 50
pre_cts_slack_ns = -0.437
gp_congestion = 0.844

[power_and_ir_drop]
fin_total_pwr_mw = 0.458
vdd.ir_drop.worst_mv = 0.177
leakage_nw = 0.657
p_per_area_nw_per_um2 = 306
synth_stat cells (all sizes together), types with 2 or more instances:
master,count,share of area
inv,3,0.017
nor3,6,0.046
or2,2,0.019
nor4,10,0.096
dfxtp,11,0.34
nor2b,5,0.048
or4,2,0.029
nand2,4,0.023
nor2,10,0.058
nand2b,3,0.029
or3,6,0.058
and3,2,0.019
stage by stage:
step	TNS [ns]	std cells	instance area [um^2]
4_1_cts	-0.515	223	1470
3_3_place_gp	-1.23	214	1350
3_5_place_dp	-1.24	214	1350
2_1_floorplan	0	81	651
5_1_grt	-0.422	223	1500
6_report	-0.0875	223	1500
cell families (layout without fill, tap and decap cells):
kind of cell / Yosys count / count (layout)
simple gates: 58 / 58
flops: 11 / 11
compound gates: 7 / 7
buf+inv: 4 / 79
xor+xnor: 1 / 1
critical path, cell delays in order, from the launching register on:
cell and delay, ns:
dfxtp_2 0.33, or4_4 0.54, nor4_2 0.26, buf_4 0.15, a31o_2 0.14, clkdlybuf4s50_1 0.46
timing repair:
item / in CTS / in global routing
pin swaps: 7 / 11
setup endpoints to repair: 10 / 9
resized: 37 / 13
setup buffers: 5 / 1
worst min path at each step:
stage | to | start | cells past startpoint
after CTS | state[6] | state[0] | 1
after global routing | state[6] | state[0] | 1
final | state[6] | state[0] | 1
final cells by class:
cell class                      count  area (um^2)
Inverter                            3         11.3
Multi-Input combinational cell     66          465
Fill cell                         488         3230
Tap cell                           67         83.8
Sequential cell                    11          225
Clock buffer                        4         45.0
Timing Repair Buffer               72          667
metal layers:
metal / routed length (um) / global-route usage / part of all wire / vias to the layer above
met5: 0 / 0 / 0 / -
met3: 241 / 0.0319 / 0.096 / 0
li1: - / - / - / 450
met1: 1150 / 0.0768 / 0.46 / 395
met4: 0 / 0 / 0 / 0
met2: 1110 / 0.0969 / 0.44 / 32
power by group:
group | internal [mW] | total, mW | switching (mW) | leakage, nW
Clock | 0.107 | 0.164 | 0.0568 | 0.0228
Sequential | 0.171 | 0.173 | 0.00149 | 0.0913
Combinational | 0.0846 | 0.121 | 0.0367 | 0.543
Total | 0.363 | 0.458 | 0.0950 | 0.657
Power figures rest on the tool's default switching activity, not on a simulated workload.
